File: /design/flow/run.sh
#!/bin/bash
# OpenROAD 26Q1-2900-gdf79404cd8, Yosys 0.63+post, stock flow scripts
make -C /OpenROAD-flow-scripts/flow DESIGN_CONFIG=/design/flow/config.mk WORK_HOME=/design/flow/orfs finish
File: /design/flow/config.mk
export PLATFORM = sky130hd
export DESIGN_NAME = Hazard_detection_unit
export DESIGN_NICKNAME = Hazard_detection_unit
export VERILOG_FILES = /design/flow/design.v
export SDC_FILE = /design/flow/constraint.sdc
export NUM_CORES = 4
export LEC_CHECK = 1
export CORE_AREA = 10 10 70 70
export DIE_AREA = 0 0 80 80
File: /design/flow/constraint.sdc
current_design Hazard_detection_unit

set clk_period 1.5
set clk_io_pct 0.2

create_clock -name clk0 -period $clk_period

set non_clock_inputs [all_inputs -no_clocks]
set_input_delay [expr $clk_period * $clk_io_pct] -clock clk0 $non_clock_inputs
set_output_delay [expr $clk_period * $clk_io_pct] -clock clk0 [all_outputs]
File: /design/flow/design.v
`timescale 1ns / 1ps
    module Hazard_detection_unit(
    input ID_EX_MEMread, 
    input [4:0] ID_EX_Rd,
    input [4:0] IF_ID_RsA,
    input [4:0] IF_ID_RsB,
    input [31:0] New_PC_add,
    input branch,
    output reg    PC_stall,          
    output reg    IF_ID_stall,       
    output reg    IF_ID_flush,      
    output reg    ID_EX_flush,       
    output reg [31:0] PC_add  
     );
    always @(*) 
   begin 
    PC_stall=1'b0;
    IF_ID_stall=1'b0;
    IF_ID_flush=1'b0;
    ID_EX_flush=1'b0;
    PC_add =32'd0;
    if(ID_EX_MEMread && (ID_EX_Rd==IF_ID_RsA||ID_EX_Rd==IF_ID_RsB)) 
    begin
    PC_stall=1'b1;
    IF_ID_stall=1'b1;
    ID_EX_flush=1'b1;
    end
    if(branch)begin
    PC_add=New_PC_add;
    IF_ID_flush=1'b1; 
    end
    end
    endmodule
==> run_results.csv <==
group,metric,value,unit
synth,yosysWarnings,1,
global_route,grt_overflow,0,
synth,yosysUniqueCellTypes,7,
sta,tightest_slew,0.149,ns
floorplanning,die_y,80,µm
cells_and_area,finalNonFillerCells,182,
synth,synth_stat.cells,53,
drt,diodes,0,
global_route,antenna_found_initial,0,
synth,yosys-stat-area,352,µm²
cells_and_area,final_common_cell,"dlygate4sd2_1",
outcome,status,"complete, no violations",
drt,drc,0,
global_route,grt_usage,0.0709,
sta,hold_violations,0,
job,maxCapViolCount,0,
worst_hold_path,min_path_type,"input pin to output port",
sta,period_used_share,0.952,
pwr,cellPowerDensity,221,nW/µm²
drt,dr.pass1.iters,2,
placed_design,place_ws,-0.691,ns
drt,detail_route.vias_per_cell,3.36,
drt,wl,2460,µm
cells_and_area,layout-drive-gt1-share,0.199,
synth,top_area_cell,"and2_1",
synth,synth.cell_area,352,µm²
pwr,peakVddDrop,69.9,µV
sta,setup_viol,0,
worst_setup_path,end_kind,"output port",
floorplanning,dieArea,6400,µm²
worst_setup_path,crit_arrival,1.13,ns
drt,initialDrtViolationCount,6,
placed_design,dpl.cell_count,180,
job,warning_count,32,
global_route,grt_start_max_net_pins,16,
sta,period_minus_slack,1.43,ns
floorplanning,design.portCount,85,
floorplanning,rows,21,
sta,fmax,0.700,GHz
placed_design,port_buffers,85,
global_route,grt_pass1_wl,3710,µm
worst_setup_path,crit_fanout,14,
drt,ant_nets,0,
pwr,leakage,0.615,nW
drt,vias,611,
placed_design,dp_hpwl,2260,µm
global_route,grt_pass1_vias,737,
worst_setup_path,crit_required,1.20,ns
synth,synthCells,53,
synth,synthTopCellsByArea,"and2_1 57%, xnor2_1 25%, buf_4 6.4%",
floorplanning,die_width,80,µm
sta,final_max_slew_viol_count,0,
cells_and_area,flop-count,0,
synth,postSynthSeqShare,0,
placed_design,place_congestion,0.749,
floorplanning,core_util_floorplan,0.103,
cells_and_area,flop_area,0,µm²
sta,worst_slack,0.0718,ns
sta,relSlewSlack,0.901,
drt,wl_per_cell,13.5,µm
cells_and_area,logic_area,358,µm²
cells_and_area,area_growth,246,%
synth,yosys.area.top_type_share,0.569,
floorplanning,coreArea,3420,µm²
worst_setup_path,path_class,"input pin to output port",
worst_setup_path,startpoint_type,"input pin",
cells_and_area,fillers,363,
cells_and_area,nClkBuffers,0,
cells_and_area,lay_top_cells,"35 x dlygate4sd2_1, 33 x clkdlybuf4s50_1, 32 x and2_1",
synth,synth.avg_cell_area,6.63,µm²
==> logic make-up (layout without fill, tap and decap cells) <==
logic type / Yosys count / in the layout / share of synthesized area
AND-OR/OR-AND: 1 / 1 / 0.0178
buffers and inverters: 6 / 89 / 0.107
XOR/XNOR: 10 / 10 / 0.249
AND/OR/NAND/NOR: 36 / 36 / 0.626
==> critical path, stage by stage <==
cell             delay, ns
buf_4                 0.11
bufbuf_16             0.26
clkdlybuf4s50_1       0.46
==> cell usage after synthesis <==
library cell   n
buf_4          3
nand2_1        2
nand4_1        2
buf_2          3
and2_1        32
o22ai_1        1
xnor2_1       10
==> layer usage <==
metal	GRT usage	vias to the layer above	share of wire
met3	0.0239	0	0.091
li1	-	327	-
met4	0	0	0
met1	0.0733	255	0.33
met2	0.140	29	0.58
met5	0	-	0
==> through the flow <==
stage          hold slack (ns)   util  instance area [µm²]    TNS, ns  power [W]
2_1_floorplan            0.666      -                  352          0  0.0000597
3_3_place_gp              1.54  0.366                 1250     -14.60   0.000298
3_5_place_dp              1.53  0.366                 1250     -15.14   0.000299
4_1_cts                   1.17  0.351                 1200          0   0.000264
5_1_grt                   1.16  0.356                 1220  -0.000328   0.000297
6_report                  1.12  0.356                 1220          0   0.000269
==> power breakdown <==
group	total [W]	switching [W]	internal [W]
Combinational	0.000269	0.0000651	0.000204
Clock	0	0	0
Sequential	0	0	0
Total	0.000269	0.0000651	0.000204
==> final cells by class <==
type,instances,share of cell area
multi-input combinational,47,0.294
timing repair buffer,89,0.658
tap,46,0.0473
==> final timing paths <==
path,to,cells past startpoint,start
min,IF_ID_stall,6,IF_ID_RsA[1]
max,IF_ID_flush,3,branch
==> timing repair <==
action,4_1_cts,5_1_grt
setup buffers,2,0
resized,94,10
endpoints found under the setup margin,36,4
hold buffers,0,0
cloned,1,0
pin swaps,20,9
Power is estimated from default activity; no workload was simulated.
