==> ./config.mk <==
export PLATFORM = sky130hd
export DESIGN_NAME = data_forwarding_unit
export DESIGN_NICKNAME = data_forwarding_unit
export VERILOG_FILES = /design/flow/design.v
export SDC_FILE = /design/flow/constraint.sdc
export NUM_CORES = 4
export LEC_CHECK = 1
export CORE_AREA = 10 10 70 70
export DIE_AREA = 0 0 80 80
==> ./constraint.sdc <==
current_design data_forwarding_unit

set clk_period 1.8
set clk_io_pct 0.2

create_clock -name clk0 -period $clk_period

set non_clock_inputs [all_inputs -no_clocks]
set_input_delay [expr $clk_period * $clk_io_pct] -clock clk0 $non_clock_inputs
set_output_delay [expr $clk_period * $clk_io_pct] -clock clk0 [all_outputs]
==> ./design.v <==
`timescale 1ns / 1ps
module data_forwarding_unit(
    input  [4:0] ID_EX_rsA,        
    input  [4:0] ID_EX_rsB,        
    input  [4:0] EX_MEM_Rd,       
    input  [4:0] MEM_WB_Rd,       
    input        EX_MEM_RegWrite,  
    input        MEM_WB_RegWrite,  
    output reg [1:0] forward_A,    
    output reg [1:0] forward_B     
);
    always @(*) begin
  forward_A = 2'b00; 
  forward_B = 2'b00;
  if (EX_MEM_RegWrite && (EX_MEM_Rd != 0) && (EX_MEM_Rd == ID_EX_rsA))
    forward_A = 2'b01;  
  else if (MEM_WB_RegWrite && (MEM_WB_Rd != 0) && (MEM_WB_Rd == ID_EX_rsA))
    forward_A = 2'b10; 
  if (EX_MEM_RegWrite && (EX_MEM_Rd != 0) && (EX_MEM_Rd == ID_EX_rsB))
    forward_B = 2'b01;
  else if (MEM_WB_RegWrite && (MEM_WB_Rd != 0) && (MEM_WB_Rd == ID_EX_rsB))
    forward_B = 2'b10;
end
endmodule
==> ./run.sh <==
#!/bin/bash
# OpenROAD 26Q1-2900-gdf79404cd8, Yosys 0.63+post, stock flow scripts
make -C /OpenROAD-flow-scripts/flow DESIGN_CONFIG=/design/flow/config.mk WORK_HOME=/design/flow/orfs finish
==> run summary <==
flow finished, numbers: sequential cell fraction of total power 0%, post-layout min period 1.94 ns, layout cells sized above 1 54.2%, Avg Cell Area, Syn 7.58 µm², Log Warnings 34, Yosys top cell by instances xnor2_1, 1st-pass router iterations 2, seq_cells 0, hold depth 5, Post-synth seq share 0%, worst path required time 1.44 ns, Synth top area share 54.4%, Worst Tran Pin Value 0.253 ns, Worst Min Path Start ID_EX_rsA[2], status finished, violations left, Synth Instances 34, 1st-iter DRT viols 7, Core Util at FP 7.55%, Worst EP arrival 1.58 ns, top cells by area xnor2_1 54%, xor2_1 14%, nor4_1 9.7%, WS Path Type primary input to output pin, number of cells in Yosys stat 34, unrepaired setup endpoints after global routing yes, chip area line of the yosys report 258 µm², Post-synth top cells 16 x xnor2_1, 4 x nor4_1, 4 x xor2_1, dpl ws -0.934 ns, Routed WL 1.35 mm, Routed Antenna Nets 0, clock buffers 0, drt drc 0, # setup viols final 4, Hold EP forward_A[1], first-pass GRT wire length 2.12 mm, GR Util met1 7.34%, global-route layer with the greatest usage met1, Hold Fails Final Rpt 0, GR Layer Usage met2 3.45%, Post-Place Cells 118, Reg area 0 µm², clock group share of total power 0%, Pleak 0.000308 µW, power per cell area 208 nW/µm², Worst setup SP type primary input, via count 384, fillers 375, post-route clock period utilization 108%, Avg WL per Cell 11.3 µm, Logic pwr share 100.0%, GRT Util Overall 4.14%, gpl congestion 0.833, comb. cell area 378 µm², dpl hpwl 1.18 mm, post-synthesis cell area 258 µm², chip width 80 µm, Die H 80 µm, Layout area overhead 193%, VDD IR max 0.0934 mV, failing checks setup timing, Cell Rows 21, # port buffers 26, post-synth top area cell xnor2_1, IO Pins 26, non-filler cells, final 119, setup ws final -0.143 ns, P_int 89.9 µW, relative slew slack 83.1%, max-slew violations 0, Hold Path Class primary input to output pin, Chip Area 6400 µm², Max-cap violations 0, Cell Type Count 9, switching part of the total 42.8%, pin count of the biggest net entering global routing 4, met3 Usage GRT 2.84%, Synthesis Warnings 1, vias in the first global route 434, Core Box Area 3420 µm², NetSw 67.2 µW, type of element capturing the critical path output pin, f_max 515 MHz, detail-routed via count per cell 3.23, Overflow after GRT 0, initial antenna violation count 1, critical path fanouts, max 2
## power groups by stage
stage / Combinational (µW) / Clock, µW / Sequential [µW]
CTS: 152 / 0 / 0
global route: 170 / 0.0000742 / 0
finish: 157 / 0.0000742 / 0
## worst max-delay path, cell delays in order
cell and delay [ns]:
buf_6 0.10, or4_4 0.53, o21ai_4 0.20, nor4_4 0.06
nor4_2 0.20, buf_2 0.13
## repair_timing
action,4_1_cts,5_1_grt
buffers inserted,0,0
resized,63,11
endpoints found under the hold margin,0,0
endpoints found under the setup margin,4,4
gates cloned,0,0
hold buffers,0,0
pin swaps,14,5
## cell usage in the layout, fill, tap and decap left out, drive strengths merged
| master | Yosys | routed |
|---|---|---|
| buf | 0 | 19 |
| clkbuf | 0 | 3 |
| clkdlybuf4s15 | 0 | 4 |
| clkdlybuf4s50 | 0 | 3 |
| diode | 0 | 1 |
| dlygate4sd2 | 0 | 8 |
| dlymetal6s2s | 0 | 1 |
| nand2 | 2 | 2 |
| nand3 | 2 | 2 |
| nand4 | 2 | 2 |
| nor2 | 1 | 1 |
| nor4 | 4 | 4 |
| o21ai | 1 | 1 |
| or4 | 2 | 2 |
| xnor2 | 16 | 16 |
| xor2 | 4 | 4 |
## worst max-delay path by stage
stage                          end          from  slack [ns]  depth (start not counted)
after CTS             forward_A[1]  EX_MEM_Rd[3]       -0.22                          6
after global routing  forward_A[1]  EX_MEM_Rd[3]       -0.21                          6
final                 forward_B[1]  EX_MEM_Rd[3]       -0.14                          6
## per-stage QoR
stage,total power (µW),TNS [ns],util [%],instance area [µm²],hold WS [ns]
2_1_floorplan,44.9,0,-,258,0.793
3_3_place_gp,137,-3.29,19.5,666,1.72
3_5_place_dp,137,-3.29,19.5,666,1.72
4_1_cts,152,-0.551,21.3,728,1.25
5_1_grt,170,-0.552,22.1,754,1.25
6_report,157,-0.381,22.1,754,1.21
## layout make-up
| type | instances | share of cell area (%) |
|---|---|---|
| repair buffers | 38 | 42.0 |
| multi-input cells | 34 | 50.1 |
| diodes | 1 | 0.332 |
| well taps | 46 | 7.63 |
## cell families after synthesis
logic type | Yosys count | share of synthesized area [%]
xor+xnor | 20 | 68.0
compound gates | 1 | 3.40
simple gates | 13 | 28.6
## per-layer routing
metal  share of wire, %  up-vias  routed length [µm]
li1                   -      204                   -
met2                 20       26                 269
met1                 61      154                 820
met4                  0        0                   0
met5                  0        -                   0
met3                 19        0                 254
Power and IR drop assume default switching activity.
